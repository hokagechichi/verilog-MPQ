==> flow/design.v <==
module MPQ(clk,rst,data_valid,data,cmd_valid,cmd,index,value,busy,RAM_valid,RAM_A,RAM_D,done);
input clk;
input rst;
input data_valid;
input [7:0] data;
input cmd_valid;
input [2:0] cmd;
input [7:0] index;
input [7:0] value;
output reg busy;
output reg RAM_valid;
output reg[7:0]RAM_A;
output reg [7:0]RAM_D;
output reg done;
reg [7:0] values [0:31];
reg [3:0] state;
reg [7:0] p_idx_set [0:31];
integer idx = 0;
integer parent_index = 0;
integer output_index = 0;
integer max_index = 0;
integer p_idx = 0;
integer temp_cmd;
integer op_index;
integer op_value;
parameter INPUT_DATA = 4'b0000;
parameter COMPARE_LEFT_CHILD = 4'b0001;
parameter COMPARE_RIGHT_CHILD = 4'b0010;
parameter SWAP = 4'b0011;
parameter GET_COMMAND = 4'b0100;
parameter BUFFER = 4'b0101;
parameter CHECK_ROOT = 4'b0110;
parameter WAIT_COMMAND = 4'b0111;
parameter WRITE = 4'b1000;
parameter BUFFER_COMMAND = 4'b1010;
parameter DONE = 4'b1001;
parameter UPDATE_VALUE = 4'b1011;
always @ (posedge clk) begin
	if(rst) begin
        state <= INPUT_DATA;
		RAM_valid <= 0;
		done <= 0;
		busy <= 1;
    end else begin  
        case(state) 
            INPUT_DATA: begin
				if(data_valid) begin
					values[idx] <= data;
					idx <= idx + 1;				
				end else begin   
					state <= COMPARE_LEFT_CHILD;
					parent_index <= (idx-1)/2;
					idx <= idx - 1;
				end
            end		
            COMPARE_LEFT_CHILD: begin			
				if((2*(parent_index)+1) <= idx  && values[parent_index] < values[2*(parent_index) +1]) begin
					max_index <= 2*(parent_index) +1;				
				end else begin
					max_index <= parent_index;
				end
				state <= COMPARE_RIGHT_CHILD;						
            end
			COMPARE_RIGHT_CHILD: begin
				if((2*(parent_index)+2) <= idx  && values[max_index] < values[2*(parent_index) +2]) begin
					max_index <= 2*(parent_index) + 2;				
				end
				state <= SWAP;
			end
			SWAP: begin
				values[parent_index] <= values[max_index];
				values[max_index] <= values[parent_index];
				p_idx_set[p_idx] <= parent_index;  
				p_idx <= p_idx + 1;
				parent_index <= max_index;  
				max_index <= parent_index;
				state <= BUFFER;
			end
			BUFFER: begin
				if(parent_index == max_index) begin  
					parent_index <= p_idx_set[0];  
					p_idx <= 0;
					state <= CHECK_ROOT;	
				end else begin  
					state <= COMPARE_LEFT_CHILD;	
				end				
			end
			CHECK_ROOT: begin
				if(parent_index != 0) begin  
					parent_index <= parent_index - 1;
					state <= COMPARE_LEFT_CHILD;
				end else begin  
					state <= GET_COMMAND;
					busy <= 0;
				end		
			end						
			GET_COMMAND: begin
				temp_cmd <= cmd;
				busy <= 1;
				if(cmd_valid) begin
					case(cmd)
						0: begin
							state <= BUFFER_COMMAND;
						end
						1: begin  
							state <= BUFFER_COMMAND;						
						end
						2: begin  
							op_index <= index - 1;
							op_value <= value;
							state <= BUFFER_COMMAND;
						end
						3: begin  
							op_index <= idx + 1;
							op_value <= value;
							state <= BUFFER_COMMAND;
						end
						4: begin								
							state <= BUFFER_COMMAND;												
						end																			
					endcase
				end
			end				
			BUFFER_COMMAND: begin				
				case(temp_cmd)
					0: begin
						busy <= 0;
						state <= GET_COMMAND;
					end
					1: begin  
						idx <= idx - 1;
						values[0] <= values[idx];
						parent_index <= 0;
						state <= COMPARE_LEFT_CHILD;
					end
					2: begin  
						values[op_index] <= op_value;
						state <= UPDATE_VALUE;							
					end
					3: begin  
						values[op_index] <= op_value;
						idx <= idx + 1;
						state <= UPDATE_VALUE;							
					end
					4: begin  
						busy <= 0;
						state <= WRITE;
					end
				endcase				
			end
			UPDATE_VALUE: begin
				if(values[(op_index-1)/2] < values[op_index]) begin
					values[(op_index-1)/2] <= values[op_index];
					values[op_index] <= values[(op_index-1)/2];
					op_index <= (op_index-1)/2;
					if((op_index-1)/2 != 0) begin  
						state <= UPDATE_VALUE;
					end else begin  
						state <= GET_COMMAND;
						busy <= 0;					
					end					
				end	else begin
					state <= GET_COMMAND;
					busy <= 0;	
				end				
			end
			WRITE: begin
				RAM_valid <= 1;
				busy <= 1;
				RAM_A <= output_index;
				RAM_D <= values[output_index];
				output_index <= output_index + 1;
				if(output_index == idx) begin
					state <= DONE;
				end
			end
			DONE: begin
				done <= 1;
				RAM_valid <= 0;
				busy <= 0;
			end
		endcase
    end	
end
endmodule
==> flow/run.sh <==
#!/bin/bash
# OpenROAD 26Q1-2900-gdf79404cd8, Yosys 0.63+post, stock flow scripts
make -C /OpenROAD-flow-scripts/flow DESIGN_CONFIG=/design/flow/config.mk WORK_HOME=/design/flow/orfs finish
==> flow/config.mk <==
export PLATFORM = sky130hd
export DESIGN_NAME = MPQ
export DESIGN_NICKNAME = MPQ
export VERILOG_FILES = /design/flow/design.v
export SDC_FILE = /design/flow/constraint.sdc
export NUM_CORES = 4
export LEC_CHECK = 1
export CORE_UTILIZATION = 50
==> flow/constraint.sdc <==
current_design MPQ

set clk_period 23.6
set clk_io_pct 0.2

create_clock -name clk0 -period $clk_period [get_ports {clk}]

set non_clock_inputs [all_inputs -no_clocks]
set_input_delay [expr $clk_period * $clk_io_pct] -clock clk0 $non_clock_inputs
set_output_delay [expr $clk_period * $clk_io_pct] -clock clk0 [all_outputs]
==> results.py <==
# Synthesis and PnR figures
metrics = {
    "place": {
        "place_area_mm2": 0.0457,
        "portBuffers": 49,
        "detailed_place_hpwl_um": 131000,
        "gp_congestion": 1.09,
    },
    "global_route": {
        "grt_usage_pct": 45.3,
        "grt_pass1_vias": 36200,
        "grt_max_degree": 76,
        "antenna_found_initial": 3,
        "grt_pass1_wl_um": 264000,
        "grt-ovfl-total": 0,
    },
    "cts": {
        "post_cts_buffers": 0,
        "ctsHtreeMaxLevel": 2,
        "cts.repair.resized": 0,
        "clock.latency.late_pin_ns": 0.68,
        "cts_sinks": 475,
        "clkTransAtPathRegs_ns": 0.06,
        "cts_hold_buf": 0,
        "cts_inserted_buffers": 57,
        "clk_path_buf_depth": 3,
        "cts_root_buffer": "clkbuf_16",
        "cts_tree": "done",
    },
    "timing": {
        "setup_viol": 0,
        "worstMarginPinSlew_ns": 1.24,
        "maxSlewHeadroom_pct": 16.8,
        "grt_setup_unrepaired": "false",
        "setup_tns_ns": 0,
        "finClkSkew_ns": 0.0490,
        "hold_viol_final": 0,
        "fin_crit_ns": 9.86,
        "drv_slew": 0,
        "finalCritPeriodShare_pct": 41.8,
        "max_freq_mhz": 101,
    },
    "setup_path": {
        "r2r-start": "op_index[0]",
        "r2r-end": "values[6][3]",
        "cp_num_buf_inv": 5,
        "arrival_ns": 10.40,
        "cp_max_fo": 45,
        "r2r_cells": 28,
        "end_kind": "register",
        "crit_family": "buffers and inverters",
        "crit_path_frequent_cell": "buf_4",
        "r2r_slack_ns": 13.74,
        "slowest_delay_ns": 0.85,
        "cp.depth": 28,
        "crit_start": "op_index[0]",
        "crit_required_ns": 24.13,
        "critPathKind": "reg2reg",
        "critPathSlowestCell": "mux2i_2",
        "critPathLaunchType": "register",
        "crit_end": "values[6][3]",
    },
    "die": {
        "die_x_um": 297,
        "rows": 107,
        "initial_core_util_pct": 50.8,
        "core_area_mm2": 0.0858,
        "io_pins": 50,
        "die_area_mm2": 0.0884,
        "die_height_um": 297,
    },
    "pwr": {
        "vdd_drop_max_mv": 0.0546,
        "powerDensity_mw_per_mm2": 50.9,
        "p_leak_nw": 15.9,
    },
    "routing": {
        "drt_iter0_markers": 3477,
        "num_vias": 35900,
        "first_pass_iters": 7,
        "viasPerCell": 7.25,
        "post_drt_wl_per_cell_um": 37.4,
        "postRouteAntennaNets": 0,
        "drcViolationCount": 0,
        "drt_wl_total_um": 185000,
    },
    "yosys": {
        "yosys_warnings": 1,
        "synthCells": 3853,
        "avgSynthCellArea_um2": 11.3,
        "ys_seq_share_pct": 32.3,
        "netlist_area_mm2": 0.0436,
        "yosys_area_mm2": 0.0436,
        "ys.flops": 475,
        "edf_count": 456,
        "ys.flop_type": "edfxtp_1",
        "yosys-stat-cells": 3853,
        "synthDistinctLibCells": 96,
        "async_reset_ff_share_pct": 0,
    },
    "flow_run": {
        "log.warning_count": 30,
        "cap_violations": 0,
    },
    "outcome": {
        "outcome": "complete, no violations",
    },
    "layout": {
        "lay_top_count": "edfxtp_1",
        "lay_top_cells": "edfxtp_1 (456), mux4_2 (443), nand2_1 (301), nor2_1 (234), xnor2_1 (230)",
        "fin_util_pct": 55.4,
        "drive_above_1_share_pct": 26.8,
        "area_growth_pct": 9.09,
        "stdcell_area_mm2": 0.0476,
    },
    "worst_hold_path": {
        "hp-class": "reg2reg",
    },
}
==> how the worst min path moves through the flow <==
stage / start / to / slack, ns / cells after the start
4_1_cts: done / done / 0.48 / 2
6_report: done / done / 0.48 / 2
5_1_grt: state[7] / RAM_valid / 0.51 / 1
==> worst register-to-register path: cells and delay by family (launching register included) <==
family                     cells  cell delay, ns
AOI/OAI and AO/OA              2            0.57
buffers and inverters          5            2.56
and+or+nand+nor               11            2.38
muxes                          4            2.02
xor gates and xnor gates       3            0.82
adders and majority gates      3            0.76
DFF                            1            0.63
==> synth_stat cells (33+ instances only) <==
cell        n  area (µm²)
buf_1      59         221
clkbuf_1  270        1010
mux4_2    443        9980
nand2_1   301        1130
inv_1      73         274
a22oi_1    35         263
nand4_1    74         463
nor4_1     33         206
o21ai_0   117         586
mux2i_1   172        1720
a21oi_1   144         721
edfxtp_1  456       13700
xor2_1     77         674
nand3_1   108         541
ha_1       97        1210
nor2b_1    35         219
nor2_1    236         886
or3_1      52         325
nor3_1    121         606
xnor2_1   232        2030
mux2_2    208        2340
==> per-stage QoR <==
step           std cells  worst slack [ns]  power, mW  hold WS, ns
6_report            4954             13.74       2.42        0.475
5_1_grt             4953             13.30       2.48        0.514
4_1_cts             4953             13.97       2.42        0.475
3_5_place_dp        4847             13.99       1.49        0.463
3_3_place_gp        4847             14.11       1.49        0.455
2_1_floorplan       3853             14.88       1.31        0.411
==> registers in the layout, summed over array words and instances, names as in the netlist, named ones only <==
register,flops
output_index,32
RAM_valid,1
idx,32
RAM_A,8
op_index,32
temp_cmd,3
op_value,8
RAM_D,8
values,256
parent_index,32
state,11
done,1
p_idx,5
busy,1
p_idx_set,8
max_index,32
==> per-layer routing <==
metal | up-vias | share of wire (%) | GRT usage [%]
met4 | 4 | 9.4 | 31.2
li1 | 15100 | - | -
met1 | 17600 | 32 | 54.5
met2 | 2613 | 44 | 63.7
met5 | - | 0.029 | 0.433
met3 | 656 | 14 | 24.6
==> layout make-up <==
class                           instances  area, µm²
Inverter                               79        297
Timing Repair Buffer                  212       1740
Sequential cell                       475      14100
Antenna cell                            1       2.50
Clock buffer                           74       1520
Clock inverter                         32        383
Multi-Input combinational cell       2937      28100
Fill cell                            7261      38200
Tap cell                             1144       1430
==> where the power goes <==
part / leakage (nW) / switching (mW) / total [mW] / internal, mW
clock network: 0.923 / 0.388 / 0.927 / 0.540
logic: 10.7 / 0.319 / 0.520 / 0.201
registers: 4.30 / 0.0311 / 0.977 / 0.946
total: 15.9 / 0.738 / 2.42 / 1.69
==> kinds of logic after synthesis <==
kind of cell | share of synthesized area [%]
simple gates | 12.6
mux | 32.2
compound gates | 9.89
flops | 32.3
buf+inv | 3.99
xor+xnor | 6.20
fa+ha+maj | 2.78
Power figures rest on the tool's default switching activity, not on a simulated workload.
